**flow/config.mk**
```make
export PLATFORM = sky130hd
export DESIGN_NAME = CLA28bit
export DESIGN_NICKNAME = CLA28bit
export VERILOG_FILES = /design/flow/design.v
export SDC_FILE = /design/flow/constraint.sdc
export NUM_CORES = 4
export LEC_CHECK = 1
export CORE_AREA = 10 10 79 79
export DIE_AREA = 0 0 89 89
```
**flow/constraint.sdc**
```tcl
current_design CLA28bit

set clk_period 17.1
set clk_io_pct 0.2

create_clock -name clk0 -period $clk_period

set non_clock_inputs [all_inputs -no_clocks]
set_input_delay [expr $clk_period * $clk_io_pct] -clock clk0 $non_clock_inputs
set_output_delay [expr $clk_period * $clk_io_pct] -clock clk0 [all_outputs]
```
**flow/design.v**
```verilog
module CLA16bit(
input [15:0] A,
input [15:0] B,
output[15:0] P,
output[15:0] G,
output	     P03,
output	     P47,
output	     P811,
output 	     P1215,
output	     G03,
output	     G47,
output	     G811,
output       G1215
);
CLA4bit cla0 (
	.A	(A[3:0]),
	.B	(B[3:0]),
	.P	(P[3:0]),
	.G	(G[3:0]),
	.P03	(P03),
	.G03	(G03)
);
CLA4bit cla1 (
	.A	(A[7:4]),
	.B	(B[7:4]),
	.P	(P[7:4]),
	.G	(G[7:4]),
	.P03	(P47),
	.G03	(G47)
);
CLA4bit cla2 (
	.A	(A[11:8]),
	.B	(B[11:8]),
	.P	(P[11:8]),
	.G	(G[11:8]),
	.P03	(P811),
	.G03	(G811)
);
CLA4bit cla3 (
	.A	(A[15:12]),
	.B	(B[15:12]),
	.P	(P[15:12]),
	.G	(G[15:12]),
	.P03	(P1215),
	.G03	(G1215)
);
endmodule
module CLA28bit(
input [27:0] A,
input [27:0] B,
output[27:0] S
);
wire [27:0] P,G,C;
wire [27:0] PnG;
wire P07,P011,P015,P019,P023;
wire G07,G011,G015,G019,G023;
wire P03,P47,P811,P1215,P1619,P2023,P2427;
wire G03,G47,G811,G1215,G1619,G2023,G2427;
CLA4bit cla0 (
	.A	(A[3:0]),
	.B	(B[3:0]),
	.P	(P[3:0]),
	.G	(G[3:0]),
	.P03	(P03),
	.G03	(G03)
);
CLA4bit cla1 (
	.A	(A[7:4]),
	.B	(B[7:4]),
	.P	(P[7:4]),
	.G	(G[7:4]),
	.P03	(P47),
	.G03	(G47)
);
CLA4bit cla2 (
	.A	(A[11:8]),
	.B	(B[11:8]),
	.P	(P[11:8]),
	.G	(G[11:8]),
	.P03	(P811),
	.G03	(G811)
);
CLA16bit cla16(
	.A	(A[27:12]),
	.B	(B[27:12]),
	.P	(P[27:12]),
	.G	(G[27:12]),
	.P03	(P1215),
	.P47	(P1619),
	.P811	(P2023),
	.P1215	(P2427),
	.G03	(G1215),
	.G47	(G1619),
	.G811	(G2023),
	.G1215	(G2427)
);
assign G07 	= G47 | (P47 & G03);
assign P07	= P03 & P47;
assign G011	= G811 | (P811 & G07);
assign P011	= P07  & P811;
assign G015	= G1215 | (P1215 & G011);
assign P015	= P011  & P1215;
assign G019	= G1619 | (P1619 & G015);
assign P019	= P015  & P1619;
assign G023	= G2023 | (P2023 & G019);
assign P023	= P019  & P2023;
assign C[0]	= 0;
assign C[1]	= G[0] | (P[0] & C[0]);
assign C[2]	= G[1] | (P[1] & C[1]);
assign C[3]	= G[2] | (P[2] & C[2]);
assign C[4]	= G03  | (P03  & C[0]);
assign C[5]	= G[4] | (P[4] & C[4]);
assign C[6]	= G[5] | (P[5] & C[5]);
assign C[7]	= G[6] | (P[6] & C[6]);
assign C[8]	= G07  | (P07  & C[0]);
assign C[9]	= G[8]  | (P[8]  & C[8]);
assign C[10]	= G[9]  | (P[9]  & C[9]);
assign C[11]	= G[10] | (P[10] & C[10]);
assign C[12]	= G011  | (P011  & C[0]);
assign C[13]	= G[12] | (P[12] & C[12]);
assign C[14]	= G[13] | (P[13] & C[13]);
assign C[15]	= G[14] | (P[14] & C[14]);
assign C[16]	= G015  | (P015  & C[0]);
assign C[17]	= G[16] | (P[16] & C[16]);
assign C[18]	= G[17] | (P[17] & C[17]);
assign C[19]	= G[18] | (P[18] & C[18]);
assign C[20]	= G019  | (P019  & C[0]);
assign C[21]	= G[20] | (P[20] & C[20]);
assign C[22]	= G[21] | (P[21] & C[21]);
assign C[23]	= G[22] | (P[22] & C[22]);
assign C[24]	= G023  | (P023  & C[0]);
assign C[25]	= G[24] | (P[24] & C[24]);
assign C[26]	= G[25] | (P[25] & C[25]);
assign C[27]	= G[25] | (P[25] & C[25]);
assign PnG	= (P & ~G);
assign S	= ~(PnG & C) & (PnG | C);
endmodule
module CLA4bit(
input [3:0] A,
input [3:0] B,
output[3:0] P,
output[3:0] G,
output 	    P03,
output      G03
);
genvar i;
generate
for (i = 0; i < 4; i = i + 1) begin: PG_gen
	assign P[i] = A[i] ^ B[i];
	assign G[i] = A[i] & B[i];
end
endgenerate
assign P03 = &P;
assign G03 = G[3] || (P[3] & G[2]) ||
	     (P[3] & P[2] & G[1])  ||
	     (P[3] & P[2] & P[1] & G[0]);
endmodule
```
**flow/run.sh**
```bash
#!/bin/bash
# OpenROAD 26Q1-2900-gdf79404cd8, Yosys 0.63+post, stock flow scripts
make -C /OpenROAD-flow-scripts/flow DESIGN_CONFIG=/design/flow/config.mk WORK_HOME=/design/flow/orfs finish
```
==> flow_summary.yaml <==
# generated from flow reports
routing:
  vias: 1075
  detail-route-antenna-nets: 0
  via_per_inst: 4.33
  wire_per_inst_um: 12.9
  drtIter0Drc: 6
  route.detailed.drc: 0
  n_antenna_cell: 0
  dr.pass1.iters: 4
  wirelength_mm: 3.20
logic_synthesis:
  ys_sh_mux_pct: 0
  yosys.area.top_type_share_pct: 35.5
  yosysChipArea_um2: 1070
  ys_sh_aoi_pct: 14.1
  syn_area_per_cell_um2: 9.74
  synthesis.instances: 110
  ys_sh_xor_pct: 8.18
  yosysUniqueCellTypes: 24
  top_cells_by_area: "fa_1, ha_1, inv_1, xnor2_1, a21oi_1"
  synth_seq_share_pct: 0
  netlist_area_um2: 1070
  topCombFamilyByArea: "adder cells"
  adder_share_pct: 63.6
  post-synth-top-area-cell: "fa_1"
  yosys_warnings: 0
  ys_sh_simple_pct: 6.78
  ys_cells: 110
setup_path:
  worstSetupStartpointType: "input pin"
  critPathCaptureType: "output port"
  cp_max_fo: 4
  crit_chain: "clkdlybuf4s50_1 > ha_1 > and3_4 > a221o_1 > or3_1 > a21oi_2 > or2_1 > fa_1 > inv_1 > fa_1 > inv_1 > fa_1 > inv_1 > clkdlybuf4s50_1"
  cp.required_ps: 13680
  cp.arrival_ps: 6950
  slowest_stage: "clkdlybuf4s50_1"
  cpPeakStageDelay_ps: 460
  worstSetupPathType: "in -> out"
floorplanning:
  core-area_um2: 4660
  die_area_um2: 7920
  pin_count: 84
  fp-row-count: 25
  die_h_um: 89
  fp_util_pct: 23.0
  die-width_um: 89
pwr:
  swShare_pct: 31.2
  p_sw_w: 0.0000216
  p_clk_share_pct: 0
  pwr-share-seq_pct: 0
  fin_total_pwr_w: 0.0000692
  combPwrFrac_pct: 100.0
  leakagePower_nw: 0.882
  p_int_w: 0.0000476
  vdd_drop_max_mv: 0.0138
  power_density_nw_per_um2: 35.0
clock_network:
  post-cts-setup-buffers: 0
  cts_resized: 0
  hold_buffers: 0
hold_path:
  hold_path_class: "in -> out"
final_timing:
  maxSlewHeadroom_pct: 80.7
  layout_min_cycle_time_ps: 10370
  worstMarginPinSlew_ps: 286
  fin_crit_sh_pct: 60.7
  fin_tns_setup_ps: 0
  setup_viol: 0
  rsz0062_at_grt: "no"
  maxSlewViolCount: 0
  fmax_mhz: 96.4
  finalHoldViolCount: 0
cells_and_area:
  clkbuf_count: 0
  finalCoreUtilization_pct: 42.5
  syn2layout_area_growth_pct: 84.8
  ff_count: 0
  nFillCells: 482
  drive_gt1_share_pct: 1.55
  register_area_um2: 0
grt:
  grt_pass1_vias: 1120
  globalRoute.totalOverflow: 0
  grt_max_degree: 5
  antenna_found_initial: 0
  gr-usage-all-layers_pct: 7.62
  grt_pass1_wl_mm: 4.90
job:
  warnings: 32
  drv_cap: 0
place:
  dp_hpwl_mm: 3.06
  gp_congestion: 0.782
  io_buffers: 84
status:
  status: "finished clean"
[metrics by stage]
step                      instance area (um2)  hold slack, ps  worst slack [ps]  cells
after global routing                     1980            7900              6540    248
final                                    1980            7870              6730    248
after detailed placement                 1980            7870              6700    248
after CTS                                1980            7880              6680    248
after floorplan                          1070            6910              7790    110
after global placement                   1980            7870              6690    248
[worst paths after layout]
| check | start | to | slack [ps] | depth (start not counted) |
|---|---|---|---|---|
| setup / recovery | A[14] | S[22] | 6730 | 14 |
| hold / removal | B[0] | S[0] | 7870 | 3 |
[synth_stat cells, drive strengths merged]
| library cell | instances |
|---|---|
| xor2 | 4 |
| nand2 | 5 |
| nor2 | 3 |
| o21ai | 3 |
| a41oi | 1 |
| fa | 19 |
| a221oi | 1 |
| xnor2 | 6 |
| o31ai | 1 |
| and3 | 2 |
| a21oi | 8 |
| ha | 24 |
| a21o | 3 |
| a211oi | 1 |
| or3 | 1 |
| inv | 21 |
| a221o | 2 |
| or2 | 1 |
| nand4 | 2 |
| a31o | 2 |
[worst max-delay path: cells and delay by family]
kind	cells	cell delay (ps)
simple gates	3	720
buf+inv	5	1090
fa+ha+maj	4	1240
compound gates	2	490
[area by class of cell]
cell class,instances,area (um2),share of cell area (%)
well taps,54,67.6,3.41
multi-input cells,89,992,50.1
inverters,21,78.8,3.98
repair buffers,84,841,42.5
[cell usage in the layout (no fill, tap or decap)]
| master | synthesis | routed |
|---|---|---|
| xor2_1 | 4 | 4 |
| nand2_1 | 5 | 5 |
| o31ai_1 | 1 | 1 |
| a21oi_1 | 7 | 7 |
| o21ai_1 | 1 | 1 |
| ha_1 | 24 | 24 |
| a31o_1 | 1 | 1 |
| fa_1 | 19 | 19 |
| a31o_2 | 1 | 1 |
| a211oi_1 | 1 | 1 |
| a41oi_1 | 1 | 1 |
| and3_4 | 1 | 1 |
| or3_1 | 1 | 1 |
| xnor2_1 | 6 | 6 |
| and3_1 | 1 | 1 |
| clkdlybuf4s50_1 | 0 | 84 |
| a221o_1 | 2 | 2 |
| nand4_1 | 2 | 2 |
| o21ai_0 | 2 | 2 |
| a21o_1 | 3 | 3 |
| nor2_1 | 3 | 3 |
| a21oi_2 | 1 | 1 |
| inv_1 | 21 | 21 |
| or2_1 | 1 | 1 |
| a221oi_1 | 1 | 1 |
[kinds of logic (layout without fill, tap and decap cells)]
kind of cell / count (synthesis) / after routing
AND-OR/OR-AND: 22 / 22
AND/OR/NAND/NOR: 14 / 14
adder cells (fa/ha/maj): 43 / 43
buffers and inverters: 21 / 105
XOR/XNOR: 10 / 10
[power groups by stage]
stage | sequential [W] | combinational (W) | clock (W)
finish | 0 | 0.0000692 | 0
CTS | 0 | 0.0000714 | 0
global route | 0 | 0.0000784 | 0
[routing by layer]
layer,part of all wire (%),global-route usage (%),wire length (um),vias to the layer above
li1,-,-,-,547
met1,41,9.81,1330,476
met2,43,12.0,1380,52
met3,16,3.95,500,0
met4,0,0,0,0
met5,0,0,0,-
No activity file was given, so power comes from the tool's default toggle rates.
